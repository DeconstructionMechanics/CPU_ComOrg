<file path="flow/design.v">
`timescale 1ns / 1ps
module OIface(
    input clk_i,
    input[23:0] switch_24_i,
    input[3:0] keyboard_val_i,
    output[23:0] led_24_o,
    input[3:0] exc_code_i,
    input[3:0] mode_i,
    input reset_i,
    input IO_able_i,
    input[31:0] IO2led_i,
    output[31:0] IO2cpu_o,
    input upg_rst_i,
    input upg_rx_i,
    input upg_wen_i,
    input upg_done_i,
    input[31:0] pc_plus4_i,
    input[31:0] instruction_i
    );
reg[31:0] led_buffer = 32'd0;
reg buffer_valid = 1'b0;
reg buffer_valid_next = 1'b0;
always @(posedge clk_i)begin
    buffer_valid <= buffer_valid_next;
end
always @(negedge clk_i)begin   
    if(mode_i == 4'd2)begin
        led_buffer <= 32'hffffffff;
        buffer_valid_next <= 1'b0;
    end
    else if(reset_i)begin
        led_buffer <= 32'd0;
        buffer_valid_next <= 1'b0;
    end
    else if(mode_i == 4'd6)begin
        led_buffer <= {28'd0,upg_rst_i,upg_rx_i,upg_wen_i,upg_done_i};
        buffer_valid_next <= 1'b0;
    end
    else if(IO_able_i)begin
        led_buffer <= IO2led_i;
        buffer_valid_next <= 1'b1;
    end
    else if(!buffer_valid) begin
        led_buffer <= 32'd0;
    end
end
reg[31:0] switch_buffer;
assign IO2cpu_o = switch_buffer;
always @(*) begin
    switch_buffer <= {9'd0,switch_24_i[22:0]};
end
assign led_24_o = (switch_24_i[23]) ? {clk_i,mode_i[2:0],(pc_plus4_i[7:0] - 8'd1),instruction_i[31:26],instruction_i[5:0]} : {mode_i,led_buffer[19:0]};
endmodule
</file>
<file path="flow/run.sh">
#!/bin/bash
# OpenROAD 26Q1-2900-gdf79404cd8, Yosys 0.63+post, stock flow scripts
make -C /OpenROAD-flow-scripts/flow DESIGN_CONFIG=/design/flow/config.mk WORK_HOME=/design/flow/orfs finish
</file>
<file path="flow/config.mk">
export PLATFORM = sky130hd
export DESIGN_NAME = OIface
export DESIGN_NICKNAME = OIface
export VERILOG_FILES = /design/flow/design.v
export SDC_FILE = /design/flow/constraint.sdc
export NUM_CORES = 4
export LEC_CHECK = 1
export CORE_AREA = 10 10 118 118
export DIE_AREA = 0 0 128 128
</file>
<file path="flow/constraint.sdc">
current_design OIface

set clk_period 3.5
set clk_io_pct 0.2

create_clock -name clk0 -period $clk_period [get_ports {clk_i}]

set non_clock_inputs [all_inputs -no_clocks]
set_input_delay [expr $clk_period * $clk_io_pct] -clock clk0 $non_clock_inputs
set_output_delay [expr $clk_period * $clk_io_pct] -clock clk0 [all_outputs]
</file>
==> flow_summary.yaml <==
# physical design summary
placement:
  dpl.hpwl_um: 4197
  gp_congestion: 0.7268
  dp_slack_ns: -0.3227
  place_area_um2: 2220
  port_buffers: 75
synth:
  synth_flops: 22
  top_area_frac: 0.3104
  area_leaders: "dfxtp_1, buf_4, a221oi_1, mux2_2, nor2_1"
  syn_inst: 166
  ys_warn_count: 1
  ys_cells: 166
  synthDistinctLibCells: 24
  yosysChipArea_um2: 1419
  syn_area_um2: 1419
  seq_area_frac_synth: 0.3104
  postSynthAreaPerCell_um2: 8.547
  top_area_cell: "dfxtp_1"
global_route:
  grt_max_degree: 30
  grt_pass1_wl_um: 8224
  grt_usage: 0.06225
  first_global_vias: 1598
  grt_antenna_before_repair: 0
  grt_overflow: 0
run:
  tool_warnings: 93
  maxCapViolations: 0
pwr:
  vdd_ir_drop_max_v: 0.0003334
  p_leak_nw: 1.056
  powerDensity_nw_per_um2: 410.9
critical_path:
  critPathSlowestCell: "dfxtp_2"
  r2r_start: "buffer_valid"
  max_stage_delay_ns: 0.31
  r2r.worst_path.cells: 4
  endpoint_kind: "primary output"
  cp-start-kind: "flop"
  arrival_ns: 2.90
  path_class: "flop to primary output"
  reg2reg_to: "led_buffer[12]"
  worstPathRequired_ns: 2.80
  cp_max_fo: 2
  r2r_setup_slack_ns: 0.69
  cpLargestDelayFamily: "flip-flops"
  worst-path-buf-inv: 1
  crit_chain: "mux2_4 > buf_6"
  critical_path_depth: 2
die:
  rows: 39
  core_region_area_um2: 11420
  io_pins: 195
  die_w_um: 128
  dieArea_um2: 16380
  die_y_um: 128
  fp_util: 0.1243
timing:
  layout_setup_ws_ns: -0.1011
  hold_violations: 0
  finalSetupViolCount: 18
  slew_violations: 0
  rsz0062_at_grt: "true"
  fin_skew_ns: 0.1044
drt:
  route.vias.total: 1461
  remaining_drc_errors: 0
  dr.pass1.iters: 4
  drt-total-wl_um: 5369
  avgViaCountPerCell: 3.737
  drt_iter0_markers: 31
  diodes: 0
  wl_per_cell_um: 13.73
  ant_nets: 0
finish:
  final_util: 0.2151
  drive_above_1_share: 0.3589
  fin_area_um2: 2456
  areaGrowthSynthToFinish_pct: 73.10
worst_hold_path:
  hold_path_end: "buffer_valid_next"
  worstHoldPathType: "flop to flop"
  min_from: "buffer_valid_next"
  hold_depth: 2
run_status:
  failed_checks: "setup timing"
  status: "finished, violations left"
clocking:
  clock_latency_ns: 0.48
  cts_tree: "done"
  cts_hold_buf: 0
  clkTransAtPathRegs_ns: 0.03
-- logic make-up (layout without fill, tap and decap cells) --
logic type,count (synthesis),after routing,synth area share
mux,13,13,0.1032
compound gates,36,36,0.1896
buf+inv,49,123,0.2231
fa+ha+maj,1,1,0.008817
simple gates,43,43,0.1561
xor+xnor,1,1,0.006174
other cells,1,9,0.002643
flops,22,22,0.3104
-- power breakdown --
group          switching (mW)  internal, mW
Combinational          0.0628         0.121
Clock                   0.189         0.348
Sequential             0.0121         0.277
-- worst max path at each step --
stage	slack, ns	end	startpoint
global route	-0.16	led_24_o[6]	led_buffer[6]
finish	-0.10	led_24_o[7]	led_buffer[7]
CTS	-0.11	led_24_o[2]	led_buffer[2]
-- what timing repair did --
| item | 4_1_cts | 5_1_grt |
|---|---|---|
| gates resized | 94 | 5 |
| endpoints found under the hold margin | 0 | 0 |
| pin swaps | 5 | 0 |
| setup buffers | 0 | 2 |
| setup endpoints to repair | 20 | 20 |
-- state kept, by name (all words and copies together) (netlist names) --
name               flops
led_buffer            20
buffer_valid           1
buffer_valid_next      1
-- placed cells by master, fill, tap and decap left out, types with 6 or more instances in the layout --
master	n
nor2_1	19
buf_2	18
mux2_2	7
a31oi_1	9
clkbuf_16	6
a221oi_1	20
inv_1	23
nand2b_1	6
dfxtp_2	20
conb_1	9
clkdlybuf4s50_1	55
mux2_4	6
buf_4	17
-- cell type report --
| type | count | area (um2) |
|---|---|---|
| Tap cell | 143 | 178.9 |
| Clock inverter | 22 | 86.33 |
| Inverter | 2 | 7.507 |
| Fill cell | 1272 | 8962 |
| Clock buffer | 7 | 160.2 |
| Timing Repair Buffer | 92 | 800.8 |
| Sequential cell | 22 | 465.4 |
| Multi-Input combinational cell | 103 | 757.0 |
-- routing by layer --
layer  GRT usage  share of wire
met2     0.09170           0.43
met3     0.03441           0.11
met4     0.01457         0.0091
met1     0.07786           0.45
met5           0              0
-- worst min-delay path: stages, from the launching register on --
cell	delay (ns)
dfxtp_1	0.30
nor2_1	0.10
nor3_1	0.05
-- through the flow --
| step | std cells | hold slack (ns) | TNS [ns] | power [mW] |
|---|---|---|---|---|
| CTS | 389 | 0.4921 | -1.649 | 1.021 |
| detailed placement | 362 | 0.4832 | -5.498 | 0.5363 |
| global route | 391 | 0.5240 | -2.472 | 1.089 |
| floorplan | 174 | 0.4653 | 0 | 0.4093 |
| global placement | 362 | 0.4775 | -4.855 | 0.5335 |
| finish | 391 | 0.4924 | -1.440 | 1.009 |
-- cells in the mapped netlist --
master     n
a21oi_1    3
a221oi_1  20
a31oi_1    9
and2_1     1
buf_2      1
buf_4     35
clkbuf_1  10
conb_1     1
dfxtp_1   22
ha_1       1
inv_1      3
mux2_2    13
nand2b_1   6
nor2_1    25
nor2b_1    1
nor3_1     2
nor3b_1    1
nor3b_2    1
o21ai_0    3
o31ai_1    1
or3_1      3
or4_1      2
or4b_4     1
xnor2_1    1
Power and IR drop assume default switching activity.
