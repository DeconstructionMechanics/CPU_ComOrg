File: run.sh
#!/bin/bash
# OpenROAD 26Q1-2900-gdf79404cd8, Yosys 0.63+post, stock flow scripts
make -C /OpenROAD-flow-scripts/flow DESIGN_CONFIG=/design/flow/config.mk WORK_HOME=/design/flow/orfs finish
File: config.mk
export PLATFORM = sky130hd
export DESIGN_NAME = Keyboard
export DESIGN_NICKNAME = Keyboard
export VERILOG_FILES = /design/flow/design.v
export SDC_FILE = /design/flow/constraint.sdc
export NUM_CORES = 4
export LEC_CHECK = 1
export CORE_UTILIZATION = 40
File: constraint.sdc
current_design Keyboard

set clk_period 2.6
set clk_io_pct 0.2

create_clock -name clk0 -period $clk_period [get_ports {clk}]

set non_clock_inputs [all_inputs -no_clocks]
set_input_delay [expr $clk_period * $clk_io_pct] -clock clk0 $non_clock_inputs
set_output_delay [expr $clk_period * $clk_io_pct] -clock clk0 [all_outputs]
File: design.v
`timescale 1ns / 1ps
module Keyboard(
  input           clk,
  input           rst,
  input      [3:0] row,                  
  output reg [3:0] col,                  
  output [4:0] keyboard_o
);
reg[17:0] cnt;
always @(posedge clk)begin
    cnt <= cnt + 18'd1;
end
wire key_clk;
assign key_clk = cnt[17];                 
parameter NO_KEY_PRESSED = 6'b000_001;   
parameter SCAN_COL0      = 6'b000_010;   
parameter SCAN_COL1      = 6'b000_100;   
parameter SCAN_COL2      = 6'b001_000;   
parameter SCAN_COL3      = 6'b010_000;   
parameter KEY_PRESSED    = 6'b100_000;   
reg [5:0] current_state, next_state;     
always @ (posedge key_clk or posedge rst)
  if (rst)
    current_state <= NO_KEY_PRESSED;
  else
    current_state <= next_state;
always @ (*)
  case (current_state)
    NO_KEY_PRESSED :                     
        if (row != 4'hF)
          next_state = SCAN_COL0;
        else
          next_state = NO_KEY_PRESSED;
    SCAN_COL0 :                          
        if (row != 4'hF)
          next_state = KEY_PRESSED;
        else
          next_state = SCAN_COL1;
    SCAN_COL1 :                          
        if (row != 4'hF)
          next_state = KEY_PRESSED;
        else
          next_state = SCAN_COL2;    
    SCAN_COL2 :                          
        if (row != 4'hF)
          next_state = KEY_PRESSED;
        else
          next_state = SCAN_COL3;
    SCAN_COL3 :                          
        if (row != 4'hF)
          next_state = KEY_PRESSED;
        else
          next_state = NO_KEY_PRESSED;
    KEY_PRESSED :                        
        if (row != 4'hF)
          next_state = KEY_PRESSED;
        else
          next_state = NO_KEY_PRESSED;                      
  endcase
reg       key_pressed_flag;              
reg [3:0] col_val, row_val;              
always @ (posedge key_clk or posedge rst)
  if (rst)
  begin
    col              <= 4'h0;
    key_pressed_flag <=    0;
  end
  else
    case (next_state)
      NO_KEY_PRESSED :                   
      begin
        col              <= 4'h0;
        key_pressed_flag <=    0;        
      end
      SCAN_COL0 :                        
        col <= 4'b1110;
      SCAN_COL1 :                        
        col <= 4'b1101;
      SCAN_COL2 :                        
        col <= 4'b1011;
      SCAN_COL3 :                        
        col <= 4'b0111;
      KEY_PRESSED :                      
      begin
        col_val          <= col;         
        row_val          <= row;         
        key_pressed_flag <= 1;           
      end
    endcase
reg [3:0] keyboard_val;
assign keyboard_o = {key_pressed_flag,keyboard_val};
always @ (posedge key_clk or posedge rst)
  if (rst)
    keyboard_val <= 4'h0;
  else
    if (key_pressed_flag)
      case ({col_val, row_val})
        8'b1110_1110 : keyboard_val <= 4'hd;
        8'b1110_1101 : keyboard_val <= 4'hc;
        8'b1110_1011 : keyboard_val <= 4'hb;
        8'b1110_0111 : keyboard_val <= 4'ha;
        8'b1101_1110 : keyboard_val <= 4'hf;
        8'b1101_1101 : keyboard_val <= 4'h9;
        8'b1101_1011 : keyboard_val <= 4'h6;
        8'b1101_0111 : keyboard_val <= 4'h3;
        8'b1011_1110 : keyboard_val <= 4'h0;
        8'b1011_1101 : keyboard_val <= 4'h8;
        8'b1011_1011 : keyboard_val <= 4'h5;
        8'b1011_0111 : keyboard_val <= 4'h2;
        8'b0111_1110 : keyboard_val <= 4'he; 
        8'b0111_1101 : keyboard_val <= 4'h7;
        8'b0111_1011 : keyboard_val <= 4'h4;
        8'b0111_0111 : keyboard_val <= 4'h1;        
      endcase
endmodule
==> impl_metrics.json <==
{
  "chip_area_sq_um": 5800,
  "power.density_nw_per_um2": 215,
  "die_h_um": 76.2,
  "tns_ns": 0,
  "peakVddDrop_v": 0.000500,
  "drtAntennaViolNets": 0,
  "wl_per_cell_um": 13.0,
  "ys_warn_count": 1,
  "core_area_sq_um": 5200,
  "netlist_top_cells_count": "18 x dfxtp_1, 17 x xnor2_1, 14 x dfrtp_1",
  "hold_end": "cnt[0]$_DFF_P_",
  "cts_root_buf": "clkbuf_8",
  "ys_area_sq_um": 2200,
  "vias": 1516,
  "top_cell": "dfxtp_1",
  "adder_share_pct": 0.569,
  "cp-start-kind": "flop",
  "critPathKind": "reg -> reg",
  "antenna_found_initial": 0,
  "row_count": 26,
  "max-cap-violations": 0,
  "tool_warnings": 25,
  "cts_setup_buffers": 0,
  "route.detailed.drc": 0,
  "pre_cts_ws_ns": 1.23,
  "aoi_share_pct": 13.0,
  "r2r_cells": 5,
  "cts_buffer_depth": 2,
  "setup_viol_count_final": 0,
  "cts_inserted_buffers": 3,
  "ctsHoldBuffers": 0,
  "hp-class": "reg -> reg",
  "grt_pass1_vias": 1370,
  "dr.pass1.iters": 4,
  "grt_start_max_net_pins": 25,
  "cp.arrival_ns": 1.51,
  "min_from": "cnt[0]$_DFF_P_",
  "hold_viol_final": 0,
  "maxSlewHeadroom_pct": 51.8,
  "fin_crit_ns": 1.39,
  "drive_gt1_share_pct": 6.33,
  "netlist_area_sq_um": 2200,
  "status": "finished, final reports clean",
  "mux_share_pct": 3.24,
  "place.gp.congestion": 0.871,
  "slew_viol_final": 0,
  "htree_levels": 1,
  "rrSetupSlack_ns": 1.21,
  "yosys_cells": 217,
  "ys.flop_type": "dfxtp_1",
  "setup_ws_ns": 1.21,
  "edf_count": 8,
  "critical-path-max-stage-delay_ns": 0.39,
  "rsz0062_at_grt": "no",
  "crit_fanout": 5,
  "clk_pin_slew_ns": 0.06,
  "unclocked_pins": 29,
  "cp.required_ns": 2.71,
  "first_iter_violations": 57,
  "ys_types": 51,
  "p_leak_nw": 0.883,
  "netlist_logic_family_top": "simple AND/OR/NAND/NOR gates",
  "drt-total-wl_um": 3780,
  "hold_depth": 1,
  "core_util_floorplan_pct": 42.3,
  "synth.largest_area_cell": "dfxtp_1",
  "dp_hpwl_um": 2740,
  "syn_area_per_cell_sq_um": 10.1,
  "critPathCaptureType": "flop",
  "num_antenna_cells": 0,
  "max_freq_mhz": 717,
  "period_used_pct": 53.6,
  "critPathSlowestCell": "dfxtp_1",
  "r2r_start": "cnt[2]$_DFF_P_",
  "finClkSkew_ns": 0.00340,
  "cts_resized": 0,
  "worst_pin_slew_ns": 0.722,
  "tritoncts": "built",
  "port_buffers": 14,
  "synthTopCellsByArea": "dfxtp_1 16%, dfrtp_1 16%, edfxtp_1 11%",
  "grt_pass1_wl_um": 6600,
  "die_w_um": 76.2,
  "synthCells": 217,
  "crit_chain": "and4_1, nand3_1, nor2_1, nand4_1, xnor2_1",
  "async_flop_share_pct": 31.9,
  "synth_flops": 47,
  "r2r_end": "cnt[17]$_DFF_P_",
  "yosys.area.top_type_share_pct": 16.4,
  "xor_area_share_pct": 11.1,
  "clock_latency_ns": 0.25,
  "overflow": 0,
  "viasPerCell": 5.21,
  "n_fill_cell": 493,
  "io_pins": 15,
  "area_delta_synth_final_pct": 9.56,
  "untimed_endpoints": 46,
  "simple_gate_area_share_pct": 19.2,
  "grt_use_total_pct": 14.1
}
-- area by class of cell --
class	instances	area (sq um)	area share, %
Sequential cell	47	1070	44.3
Timing Repair Buffer	14	140	5.82
Multi-Input combinational cell	150	1040	43.0
Clock buffer	4	55.1	2.28
Inverter	6	22.5	0.935
Tap cell	70	87.6	3.63
-- per-layer routing --
layer | vias to the layer above | track usage, % | part of all wire [%]
met4 | 0 | 0.769 | 0.71
met3 | 2 | 2.07 | 2.9
li1 | 788 | - | -
met1 | 704 | 24.7 | 55
met2 | 22 | 20.0 | 41
met5 | - | 0 | 0
-- placed cells by master, fill, tap and decap left out, drive strengths merged, types with 2 or more instances in the layout --
master	n
xor2	11
o31ai	2
nor2b	4
nand4	7
inv	6
and3b	2
nand4b	2
nor3b	3
a21o	3
nor4b	2
nor2	11
nor4	2
a21oi	9
dfrtp	14
and2	3
o32ai	3
nand3	12
clkbuf	4
and4	2
mux2	5
nand2b	2
o21ai	13
dfxtp	18
o211ai	2
nand2	12
xnor2	17
and3	4
edfxtp	8
dlxtn	6
nor3	3
clkdlybuf4s50	14
a32o	2
-- worst max path at each step --
| stage | depth (start not counted) | slack (ns) | startpoint | endpoint |
|---|---|---|---|---|
| 6_report | 5 | 1.21 | cnt[2]$_DFF_P_ | cnt[17]$_DFF_P_ |
| 5_1_grt | 5 | 1.01 | cnt[0]$_DFF_P_ | cnt[16]$_DFF_P_ |
| 4_1_cts | 5 | 1.20 | cnt[2]$_DFF_P_ | cnt[17]$_DFF_P_ |
-- where the power goes --
part           internal [mW]  switching (mW)
sequential             0.278         0.00134
combinational        0.00908         0.00977
clock                  0.134          0.0859
total                  0.421          0.0970
-- through the flow --
step	utilization [%]	instances	hold slack (ns)	area (sq um)	total power, mW
floorplan	-	217	0.402	2200	0.293
global placement	45.2	287	0.421	2350	0.305
detailed placement	45.2	287	0.421	2350	0.305
CTS	46.3	291	0.452	2410	0.523
global route	46.3	291	0.478	2410	0.544
finish	46.3	291	0.453	2410	0.518
-- sequential cells by signal, indices dropped and copies added (netlist names) --
register	cells
row_val	4
cnt	18
col	4
next_state	6
current_state	6
keyboard_val	4
key_pressed_flag	1
col_val	4
-- worst max-delay path: cells and delay by family, from the launching register on --
family,cells,cell delay [ns]
flops,1,0.39
xor+xnor,1,0.14
simple gates,4,0.72
-- cell families after synthesis --
kind of cell | count (synthesis)
AND/OR/NAND/NOR | 74
AND-OR/OR-AND | 42
flip-flops | 41
XOR/XNOR | 28
buffers and inverters | 20
latches | 6
multiplexers | 5
adder cells (fa/ha/maj) | 1
Power is estimated from default activity; no workload was simulated.
